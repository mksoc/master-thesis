`flow/design.v`:
```
package mmm_pkg;
  localparam ILEN = 32;  
  localparam OFFSET = $clog2(ILEN/8);  
  localparam XLEN = 64;
  localparam FLEN = 64;
  localparam [XLEN-1:0] BOOT_PC = 'h0;  
  localparam B_IMM = 12;     
  localparam I_IMM = 12;     
  localparam S_IMM = I_IMM;  
  localparam U_IMM = 20;     
  localparam J_IMM = U_IMM;  
  localparam [ILEN-1:0] NOP = 'h13;
  localparam ICACHE_OFFSET = 4;  
  localparam ICACHE_INSTR = 1 << ICACHE_OFFSET;
  typedef struct packed {
    logic [XLEN-1:0]                    pc;
    logic [ICACHE_INSTR-1:0][ILEN-1:0]  line;
  } icache_out_t;
  typedef enum logic [1:0] { current_pc = 'h0, prev_pc = 'h1, line_pc = 'h2 } pc_src_t;
  typedef enum logic [1:0] { cache_out = 'h0, line_reg = 'h1, line_bak = 'h2 } line_src_t;
  typedef struct packed {
    logic [XLEN-1:0]  pc;
    logic [XLEN-1:0]  target;
    logic             taken;
  } prediction_t;
  typedef struct packed {
    logic [XLEN-1:0]  pc;
    logic [XLEN-1:0]  target;
    logic             taken;
    logic             valid;
    logic             mispredict;
  } resolution_t;
  typedef enum logic [5:0] {
    beq   = 'h0,
    bne   = 'h1,
    blt   = 'h2,
    bge   = 'h3,
    bltu  = 'h4,
    bgeu  = 'h5
  } branch_type_t;
  typedef enum logic [1:0] {
    M,  
    S,  
    U   
  } priv_e;
  localparam XREG_NUM = 32;  
  localparam REG_IDX_LEN = $clog2(XREG_NUM);  
  localparam FREG_NUM = 32;  
  localparam FREG_IDX_LEN = $clog2(FREG_NUM);  
  localparam EU_N = 8;  
  localparam IQ_DEPTH = 8;  
  localparam LDBUFF_DEPTH = 8;  
  localparam STBUFF_DEPTH = 8;  
  localparam ROB_DEPTH = 16;  
endpackage
import mmm_pkg::*;
module presence_check
(
  input   logic [XLEN-1:0]  pc_i,
  input   logic [XLEN-1:0]  prev_pc_i,
  input   logic [XLEN-1:0]  line_pc_i,
  input   logic             line_valid_i,
  output  logic             here_o,
  output  logic             will_be_here_o
);
  assign here_o = (pc_i[XLEN-1:ICACHE_OFFSET+OFFSET] ==
                    line_pc_i[XLEN-1:ICACHE_OFFSET+OFFSET]) & line_valid_i;
  assign will_be_here_o = (pc_i[XLEN-1:ICACHE_OFFSET+OFFSET] ==
                    prev_pc_i[XLEN-1:ICACHE_OFFSET+OFFSET]) & (!here_o);
endmodule
```
`flow/run.sh`:
```
#!/bin/bash
# OpenROAD 26Q1-2900-gdf79404cd8, Yosys 0.63+post, stock flow scripts
make -C /OpenROAD-flow-scripts/flow DESIGN_CONFIG=/design/flow/config.mk WORK_HOME=/design/flow/orfs finish
```
`flow/config.mk`:
```
export PLATFORM = sky130hd
export DESIGN_NAME = presence_check
export DESIGN_NICKNAME = presence_check
export VERILOG_FILES = /design/flow/design.v
export SDC_FILE = /design/flow/constraint.sdc
export NUM_CORES = 4
export LEC_CHECK = 1
export CORE_AREA = 10 10 129 129
export DIE_AREA = 0 0 139 139
```
`flow/constraint.sdc`:
```
current_design presence_check

set clk_period 2.6
set clk_io_pct 0.2

create_clock -name clk0 -period $clk_period

set non_clock_inputs [all_inputs -no_clocks]
set_input_delay [expr $clk_period * $clk_io_pct] -clock clk0 $non_clock_inputs
set_output_delay [expr $clk_period * $clk_io_pct] -clock clk0 [all_outputs]
```
==> Implementation_results.wiki <==
=== Physical design figures ===
{| class="wikitable"
! Metric !! Value
|-
| Leakage power of the design || ~0.0016 uW
|-
| DRC marker count from the first detailed-route iteration || 32
|-
| Num ports || between 150 and 200
|-
| Power per cell area || around 150 nW/um^2
|-
| Number of warning messages in the yosys log || 0
|-
| Peak supply drop || ~53 uV
|-
| Placed insts || 583
|-
| Total number of sequential cells || 0
|-
| Run status || finished, violations left
|-
| Cell type with the highest aggregate area in the netlist || xnor2_1
|-
| Class of the most critical hold timing path || primary input to primary output
|-
| Sum of overflow across all layers after global routing || 0
|-
| Die area || around 19000 sq um
|-
| Critical path required time || around 2.1 ns
|-
| Final Critical Period || roughly 2.7 ns
|-
| Number of global-route vias before repair || 2398
|-
| Core occupancy in the finished layout || 0.274
|-
| Share of final-layout standard cells stronger than drive strength 1 || 0.309
|-
| Wire per inst || ~16 microns
|-
| Tally of unique sky130hd cells used after synthesis || 21
|-
| Number of setup violations in the final report || 2
|-
| Vias per std cell || around 3.5
|-
| Die outline width || 139 microns
|-
| Count of instantiated cells in the yosys netlist || about 170
|-
| Pins over their slew limit || 0
|-
| Most frequent logic cells in the routed design || 75 x clkdlybuf4s50_1, 63 x xnor2_1, 57 x buf_4
|-
| Final RePlAce weighted congestion || around 0.87
|-
| Half-perimeter wire length after placement || just under 9 mm
|-
| Largest net degree at the start of global routing || 3
|-
| Initial antenna violation count || 0
|-
| Post-detailed-route DRC marker count || 0
|-
| Overall via count from detail_route || 2065
|-
| Crit path launch type || primary input
|-
| Post-synth design cell area || roughly 1300 sq um
|-
| Critical Path Sink Type || primary output
|-
| Most frequently placed logic cell in the final layout || clkdlybuf4s50_1
|-
| Maximum fanout along the worst path || 2
|-
| Floorplan-stage core utilization || 0.0953
|-
| Share of synthesized area occupied by flip-flops and latches || 0
|-
| OpenROAD warning count || ~52
|-
| Cell breakdown of the critical path || clkdlybuf4s50_1 > nand3_1 > or4_4 > nor4_4 > buf_4 > and2_4 > buf_6
|-
| Final period util || 1.04
|-
| Top logic family || XOR/XNOR gates
|-
| Rel. slew slack || 0.764
|-
| RSZ-0062 raised after global routing || true
|-
| Number of I/O port buffers || around 180
|-
| Wire length of the first global-routing pass || 13.8 mm
|-
| Detailed-route wire length || 9.38 mm
|-
| Final hold violation count || 0
|-
| Synthesized instance count || around 170
|-
| Slowest Stage Delay on Critical Path || 0.51 ns
|-
| Standard cell with the maximum stage delay on the critical path || or4_4
|-
| Number of max-cap violations || 0
|-
| Overall fraction of global-route tracks in use || 0.0921
|-
| Sequential Area || 0 sq um
|-
| Data arrival time of the critical path || 2.17 ns
|-
| Std-Cell Core Area || ~14000 sq um
|-
| N_diodes || 0
|-
| Standard-cell rows || between 40 and 50
|-
| Chip area in the Yosys report || approximately 1300 sq um
|-
| Violated checks || negative setup slack
|-
| Simple-Gate Fraction of Synth Area || 0.225
|-
| Buffers plus inverters on the worst setup path || 3
|-
| Top post-synthesis cells by area || xnor2_1 47%, xor2_1 23%, nand4_1 9.0%
|-
| Final Non-Filler Cells || slightly below 600
|-
| AND-OR/OR-AND share of the synthesized area || 0.0473
|-
| Slew at the pin closest to its max-slew limit || 0.354 ns
|-
| Post-synthesis share of cell area spent on full adders, half adders and majority gates || 0
|-
| Fin worst setup slack || -0.0921 ns
|-
| Area growth from synthesis to layout || 188%
|-
| Clock buf count || 0
|-
| Xor/xnor share of the synthesized area || 0.702
|-
| Remaining antenna violation count after routing || 0
|-
| Classification of the worst setup path || primary input to primary output
|-
| Gate family responsible for the most delay along the worst path || simple AND/OR/NAND/NOR gates
|-
| Detailed Routing Iterations Pass 1 || 4
|-
| Max Clk Rate || about 370 MHz
|-
| Multiplexer area fraction after synthesis || 0
|-
| Synthesized area divided by synthesized cell count || about 7.7 sq um
|-
| Chip height || between 100 and 150 microns
|-
| Top cell type's share of synthesized area || 0.470
|}
cells in the mapped netlist, drive strengths merged:
| cell type | count |
|---|---|
| nor3 | 1 |
| nand4 | 19 |
| nor2 | 1 |
| o221ai | 1 |
| a221oi | 1 |
| a21oi | 1 |
| nor2b | 6 |
| xnor2 | 71 |
| nor4 | 13 |
| a222oi | 1 |
| nand2b | 1 |
| a2111oi | 2 |
| xor2 | 35 |
| nand3 | 3 |
| inv | 9 |
| nand2 | 2 |
| and2 | 1 |
| or4 | 1 |
| o22ai | 2 |
timing repair:
action	CTS	global route
pin swaps	58	20
hold buffers	0	0
buffers inserted	2	0
endpoints found under the setup margin	2	2
gates resized	240	27
worst min-delay path, delay by kind of cell:
family                    cells  cell delay, ns
buffers and inverters         3            0.28
and+or+nand+nor               3            0.23
xor gates and xnor gates      1            0.06
AOI/OAI and AO/OA             1            0.04
per-layer routing:
| layer | global-route usage | routed length, microns |
|---|---|---|
| met3 | 0.0229 | 673 |
| met4 | 0 | 0 |
| met5 | 0 | 0 |
| met2 | 0.165 | 4710 |
| met1 | 0.115 | 3990 |
path summary, 6_finish.rpt:
| path | start | to | slack (ns) | cells past startpoint |
|---|---|---|---|---|
| worst max-delay path | line_valid_i | here_o | -0.09 | 7 |
| worst min-delay path | pc_i[32] | will_be_here_o | 1.66 | 8 |
per-stage QoR:
stage | hold WS [ns] | total power (uW) | cell area [sq um] | setup TNS, ns | setup slack [ns]
after floorplan | 1.23 | 158 | 1320 | 0 | 0.443
after global placement | 2.26 | 580 | 3730 | -1.75 | -0.923
after detailed placement | 2.26 | 582 | 3730 | -1.77 | -0.933
after CTS | 1.65 | 566 | 3760 | -0.182 | -0.101
after global routing | 1.71 | 614 | 3800 | -0.327 | -0.174
final | 1.66 | 567 | 3800 | -0.129 | -0.0921
cells by family after synthesis:
kind of cell,Yosys count
xor+xnor,106
compound gates,8
buf+inv,9
simple gates,48
power by group:
group          switching, uW  internal, uW
Clock                      0             0
Combinational            205           362
Sequential                 0             0
Total                    205           362
cell type report:
class / count / area (sq um)
inverters: 9 / 33.8
well taps: 180 / 225
fillers: 1477 / 10100
multi-input cells: 162 / 1520
repair buffers: 234 / 2030
Power and IR drop assume default switching activity.
